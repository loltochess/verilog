--- flow/config.mk ---
export PLATFORM = sky130hd
export DESIGN_NAME = Instruction_Memory
export DESIGN_NICKNAME = Instruction_Memory
export VERILOG_FILES = /design/flow/design.v
export SDC_FILE = /design/flow/constraint.sdc
export NUM_CORES = 4
export LEC_CHECK = 1
export CORE_UTILIZATION = 40
--- flow/constraint.sdc ---
current_design Instruction_Memory

set clk_period 4.5
set clk_io_pct 0.2

create_clock -name clk0 -period $clk_period [get_ports {CLK}]

set non_clock_inputs [all_inputs -no_clocks]
set_input_delay [expr $clk_period * $clk_io_pct] -clock clk0 $non_clock_inputs
set_output_delay [expr $clk_period * $clk_io_pct] -clock clk0 [all_outputs]
--- flow/design.v ---
module Instruction_Memory(CLK,WR,A,D_IN,Q);
    input CLK,WR;
    input [3:0] A;
    input [12:0] D_IN;
    reg [12:0] out;
    output [12:0] Q;
    reg [12:0] SRAM [15:0];
    initial begin
        SRAM[0] = 13'b1100000_10_01_11;  
        SRAM[1] = 13'b0000010_11_11_00;  
        SRAM[2] = 13'b0000110_01_01_01;  
        SRAM[3] = 13'b1110000_00_10_00;  
        SRAM[5] = 13'b1000010_00_00_00;  
        SRAM[6] = 13'b1000010_01_01_01;  
        SRAM[7] = 13'b0010000_00_00_00;  
        SRAM[8] = 13'b0010000_01_01_00;  
        SRAM[9] = 13'b1000010_10_10_00;  
        SRAM[10] =13'b1110000_00_10_00;  
        SRAM[11] =13'b0100000_00_10_11;  
    end
    always@(posedge CLK)begin
        if(WR)
            SRAM[A]<=D_IN;
        else
            out<=SRAM[A];
    end
    assign Q=out;
endmodule
--- flow/run.sh ---
#!/bin/bash
# OpenROAD 26Q1-2900-gdf79404cd8, Yosys 0.63+post, stock flow scripts
make -C /OpenROAD-flow-scripts/flow DESIGN_CONFIG=/design/flow/config.mk WORK_HOME=/design/flow/orfs finish
==> Slide: Implementation Results <==
Key Metrics from the Run

Clock tree
  • CTS-repair resized insts: 0
  • Post-CTS setup repair buffer count: 0
  • CTS Buf Count: 22
  • CTS tree: done
  • Clk slew on worst S/H paths: approximately 0.060 ns
  • Clk latency of the worst-skew pair: approximately 0.5 ns
  • H-tree depth: 1
  • Post-CTS Hold Buffers: 0
  • Longest Clk Path Bufs: 3
  • Root buf cell: clkbuf_16
  • CTS sink count: about 220

Power
  • P per Cell Area: around 450 nW/um2
  • Worst VDD drop: around 260 uV
  • Pwr Total: around 4400 uW
  • Leak pwr: about 0.0031 uW

Synth
  • Mean Syn Cell Area: between 20 and 25 um2
  • Yosys aoi share: 0.0276
  • Basic Gates by Area: 0.0214
  • Distinct lib cells: 21
  • Xor/xnor share: 0
  • Post-Synthesis Cells: approximately 360
  • Mux area share: 0.141
  • Post-synthesis cell area: roughly 8300 um2
  • Yosys stat area: 8350 um2
  • Synth Area in Adders: 0
  • # Cells Yosys: 358
  • Ys Warns: 1
  • #FFs+latches synth: ~220
  • Top logic family: multiplexers
  • Post-synthesis sequential area ratio: 0.795

Timing
  • Post-layout min period: roughly 2.5 ns
  • Rel. slew slack: 0.472
  • Final hold slack: ~0.76 ns
  • Skew final: around 0.013 ns
  • Fmax: 394 MHz
  • # setup viols final: 0
  • Max Slew Vio Count: 0
  • Cycle use final: 0.563
  • RSZ-0062 raised after global routing: no
  • Final setup TNS: 0 ns
  • Slew @ Worst Pin: 0.792 ns
  • Final hold violation count: 0

Finish
  • Area of all placed cells without fillers: 9780 um2
  • Register area: 6640 um2
  • Fill count: approximately 1600
  • Gate Area: ~1600 um2
  • Share of cells above drive strength 1: 0.269
  • Area added between synthesis and finish: 17.1%
  • Most numerous logic cell after layout: edfxtp_1
  • Top cells excl fill/tap: edfxtp_1 (221), mux4_2 (50), clkdlybuf4s50_1 (29)
  • Final Util: 0.480

Setup path
  • Origin of the critical flop-to-flop path: SRAM[3][9]
  • Setup crit start: A[0]
  • CP Cell Sequence: buf_4 > buf_4 > mux4_2 > a22oi_1 > nand2_1
  • CP arrival: about 2.8 ns
  • CP startpoint kind: input pin
  • Critical Path Max Stage Delay: about 0.56 ns
  • Worst path required time: between 4 and 5 ns
  • CP Class: in2reg
  • Top cell by count, worst path: buf_4
  • Crit-path max FO: 37
  • Worst setup EP type: flop
  • Critical-path top delay cell: mux4_2

Routing
  • Via count: 3773
  • Final wirelength: 16.0 mm
  • DR iter-0 viols: around 190
  • Initial DRT Pass Iterations: 4
  • Ant diodes: 0
  • Vias per cell: around 5.4
  • DRC: 0
  • Number of nets still failing antenna checks after routing: 0
  • Routed len/inst: around 23 um

Die
  • Site Rows: around 52
  • Core area: about 20000 um2
  • Initial core utilization: 0.410
  • # IOs: 32
  • Die height: about 150 um
  • Die width: between 100 and 150 um
  • Chip Area: between 20000 and 25000 um2

Run
  • Total tool warning count: 25
  • Max_cap viols: 0

Global route
  • Initial antenna violation count: 0
  • Gr ovfl total: 0
  • Largest net degree at the start of global routing: 38
  • GRT Overall Usage: 0.174
  • Vias in the first global route: about 4300
  • First-pass GRT wire length: 24.9 mm

Placement
  • IO Port Bufs: 31
  • Placer congestion estimate: roughly 0.85
  • Post-Place Cell Area: between 9000 and 10000 um2
  • HPWL after DPL: 9.67 mm

Run status
  • Status: finished, final reports clean

Worst hold path
  • Hold Path Class: reg2reg
  • Min-delay src: SRAM[4][8]
-- final timing paths --
path	slack [ns]	cells after the start	end
setup reg to reg	2.92	3	out[9]
hold reg to reg	0.76	3	out[8]
setup / recovery	1.97	5	out[3]
hold / removal	0.76	3	out[8]
-- report_power, final --
part	switching (uW)	internal (uW)
clock network	700	1100
registers	11.9	2320
logic	119	100
-- through the flow --
step	cells	setup slack [ns]
floorplan	358	1.68
global placement	664	1.41
detailed placement	664	1.41
CTS	702	1.92
global route	702	1.81
finish	702	1.97
-- sequential cells by signal, summed over array words and instances, names as in the netlist --
signal and count:
out 13, SRAM 208
-- per-layer routing --
| layer | GRT usage | vias to the layer above | part of all wire |
|---|---|---|---|
| li1 | - | 1639 | - |
| met1 | 0.238 | 1895 | 0.37 |
| met2 | 0.251 | 206 | 0.48 |
| met3 | 0.114 | 33 | 0.13 |
| met4 | 0.0380 | 0 | 0.024 |
| met5 | 0 | - | 0 |
-- cells in the mapped netlist, drive strengths merged --
cell type | count | area, um2
nor2b | 2 | 12.5
nand2b | 2 | 12.5
nand3b | 2 | 15.0
buf | 10 | 90.1
mux4 | 52 | 1180
nor2 | 13 | 48.8
nand3 | 1 | 5.00
and2 | 1 | 6.26
a22oi | 26 | 230
clkbuf | 8 | 30.0
edfxtp | 221 | 6640
nor3 | 4 | 20.0
nand2 | 14 | 52.6
or3 | 1 | 6.26
inv | 1 | 3.75
-- area by class of cell --
class,instances,area share
clock inverter,10,0.0124
timing repair buffer,54,0.0486
tap,270,0.0346
sequential,221,0.679
multi-input combinational,118,0.164
inverter,1,0.000384
clock buffer,28,0.0608
-- kinds of logic (layout without fill, tap and decap cells) --
logic type,Yosys count,after routing
flops,221,221
buf+inv,19,93
compound gates,26,26
simple gates,40,40
mux,52,52
-- critical path: cells and delay by family --
kind	cells	cell delay, ns
buffers and inverters	2	0.90
muxes	1	0.56
AOI/OAI and AO/OA	1	0.31
and+or+nand+nor	1	0.09
Power figures rest on the tool's default switching activity, not on a simulated workload.
