==> ./design.v <==
module add3 (out, in);
  input[3:0] in;
  output reg[3:0] out;
  always @(in) begin
    if(in < 5)
      out <= in;
    else if(in < 10)
      out <= in + 3;
    else
      out <= 4'bxxxx;
  end
endmodule
module BCD_to_7_segment(seg,inp);
  input [3:0] inp;
  output reg [7:0] seg;
  always @(*) begin
    case(inp) 
      4'd0 : seg=8'b11111100;
      4'd1 : seg=8'b01100000;
      4'd2 : seg=8'b11011010;
      4'd3 : seg=8'b11110010;
      4'd4 : seg=8'b01100110;
      4'd5 : seg=8'b10110110;
      4'd6 : seg=8'b10111110;
      4'd7 : seg=8'b11100100;
      4'd8 : seg=8'b11111110;
      4'd9 : seg=8'b11110110;
      default : seg=8'b00000000;
    endcase
  end
endmodule
module bin_to_bcd(hunds, tens, units, in);
  input[5:0] in;
  output[1:0] hunds;
  output[3:0] tens, units;
  wire[3:0] t1, t2, t3, t4, t5;
  add3 c1 (t1, {1'b0,in[5:3]});
  add3 c2 (t2, {t1[2:0], in[2]});
  add3 c3 (t3, {3'b0, t1[3]});
  add3 c4 (t4, {t2[2:0], in[1]});
  add3 c5 (t5, {t3[2:0], t2[3]});
  assign hunds = {t3[3], t5[3]};
  assign tens = {t5[2:0], t4[3]};
  assign units = {t4[2:0], in[0]};
endmodule
module Binary_to_7_segment(os_COM,os_ENS,CLK,inp,nRST);
  input CLK,nRST;
  input [5:0] inp;
  output [7:0] os_COM,os_ENS;
  wire [3:0] tens,units;
  wire [1:0] hunds;
  wire [7:0] iSEG1,iSEG0;
  bin_to_bcd B1 (hunds,tens,units,inp);
  BCD_to_7_segment SS1(iSEG1,tens);
  BCD_to_7_segment SS0(iSEG0,units);
  SevenSeg_CTRL SSCTRL1 (CLK,nRST,iSEG0,iSEG1,8'b0,8'b0,8'b0,8'b0,8'b0,8'b0,os_COM,os_ENS);
endmodule
module SevenSeg_CTRL(
  iCLK,
  nRST,
  iSEG7,
  iSEG6,
  iSEG5,
  iSEG4,
  iSEG3,
  iSEG2,
  iSEG1,
  iSEG0,
  os_COM,
  os_ENS
);
  input iCLK,nRST;
  input [7:0] iSEG7,iSEG6,iSEG5,iSEG4,iSEG3,iSEG2,iSEG1, iSEG0;
  output reg [7:0] os_COM,os_ENS;
  integer CNT_SCAN;
  always @(posedge iCLK)
    begin
      if(nRST)
        begin
          os_COM<=8'b00000000;
          os_ENS<=0;
          CNT_SCAN=7;
        end
      else
        begin
          if(CNT_SCAN>=7)
            CNT_SCAN=0;
          else
            CNT_SCAN=CNT_SCAN+1;
          case(CNT_SCAN)
            0: 
              begin
                os_COM<=8'b11111110;
                os_ENS<=iSEG0;
              end
            1:
              begin
                os_COM<=8'b11111101;
                os_ENS<=iSEG1;
              end
            2:
              begin
                os_COM<=8'b11111011;
                os_ENS<=iSEG2;
              end
            3:
              begin
                os_COM<=8'b11110111;
                os_ENS<=iSEG3;
              end
            4:
              begin
                os_COM<=8'b11101111;
                os_ENS<=iSEG4;
              end
            5:
              begin
                os_COM<=8'b11011111;
                os_ENS<=iSEG5;
              end
            6:
              begin
                os_COM<=8'b10111111;
                os_ENS<=iSEG6;
              end
            7:
              begin
                os_COM<=8'b01111111;
                os_ENS<=iSEG7;
              end
            default:
              begin
                os_COM<=8'b11111111;
                os_ENS<=iSEG7;
              end
          endcase
        end
    end
endmodule
==> ./run.sh <==
#!/bin/bash
# OpenROAD 26Q1-2900-gdf79404cd8, Yosys 0.63+post, stock flow scripts
make -C /OpenROAD-flow-scripts/flow DESIGN_CONFIG=/design/flow/config.mk WORK_HOME=/design/flow/orfs finish
==> ./config.mk <==
export PLATFORM = sky130hd
export DESIGN_NAME = Binary_to_7_segment
export DESIGN_NICKNAME = Binary_to_7_segment
export VERILOG_FILES = /design/flow/design.v
export SDC_FILE = /design/flow/constraint.sdc
export NUM_CORES = 4
export LEC_CHECK = 1
export CORE_UTILIZATION = 50
==> ./constraint.sdc <==
current_design Binary_to_7_segment

set clk_period 8.2
set clk_io_pct 0.2

create_clock -name clk0 -period $clk_period [get_ports {CLK}]

set non_clock_inputs [all_inputs -no_clocks]
set_input_delay [expr $clk_period * $clk_io_pct] -clock clk0 $non_clock_inputs
set_output_delay [expr $clk_period * $clk_io_pct] -clock clk0 [all_outputs]
==> GITHUB_STEP_SUMMARY <==
## PnR job results

| Metric | Value |
|---|---|
| Status | `finished clean` |
| Clock slew at reported path FFs | `0.09 ns` |
| Later-pin clock latency in the skew report | `~0.30 ns` |
| Cells along the critical path | `clkdlybuf4s50_1 -> nand3b_1 -> o21a_1 -> ha_1 -> o21ba_2 -> a22oi_2 -> xnor2_1 -> inv_1 -> ha_1 -> o21ai_2 -> xnor2_1 -> inv_1 -> ha_1 -> nor2_1 -> o21ai_0 -> a31o_2 -> a221oi_1` |
| Number of buffers added by the clock tree synthesis step | `5` |
| Routed wire per std cell | `12.9 µm` |
| Critical path data arrival time | `roughly 5.5 ns` |
| Xor/xnor share | `around 8.9%` |
| Power per cell area | `roughly 240 mW/mm²` |
| Number of antenna-violating nets in the routed design | `0` |
| Yosys reg bits | `~47` |
| Sum of routed wire length over all layers | `5.58 mm` |
| Leak | `approximately 1.3 nW` |
| Top cell area share | `between 30% and 40%` |
| Highest attainable clock frequency | `roughly 190 MHz` |
| Synth Flop Type | `sky130_fd_sc_hd__dfxtp_1` |
| Total number of warnings across the stage logs | `34` |
| Library cell used as clock root buffer | `sky130_fd_sc_hd__clkbuf_8` |
| Maximum buffer depth of the clock tree | `2` |
| Cell Count Post-Placement | `~420` |
| N_diodes | `0` |
| Overall die width | `slightly below 80 µm` |
| Post-synthesis area per instance | `8.36 µm²` |
| Type of the most critical hold path | `reg2reg` |
| Post-Layout Inst Area | `between 0.003 and 0.004 mm²` |
| Ys async rst share | `0%` |
| Count of buffers inserted at the top-level ports | `22` |
| Adder and majority cell fraction of the synthesized area | `under 10%` |
| Synth Seq Share | `33.0%` |
| Global placement routability congestion | `about 0.89` |
| Origin of the worst setup path | `inp[5]` |
| Post-synthesis cell count | `roughly 340` |
| Yosys synthesis chip area | `between 0.002 and 0.003 mm²` |
| Maximum number of pins on one net before global-route repair | `29` |
| Total clock sinks | `around 47` |
| Final Max Tran Viols | `0` |
| Vias in the first global route | `2147` |
| Core Box Area | `around 0.0055 mm²` |
| Max-slew headroom at the worst pin | `54.3%` |
| Number of vias per cell | `~5.4` |
| Fp util | `roughly half` |
| Final critical path time including I/O delays and setup | `~5.3 ns` |
| Sum of buffers and inverters on the critical path | `3` |
| Startpoint of the most critical register-to-register path | `SSCTRL1.CNT_SCAN[0]` |
| Cell Area, Synth | `between 0.002 and 0.003 mm²` |
| Compound-gate portion of the synthesized area | `about 16%` |
| Cell Rows | `27` |
| Max incr delay on CP | `about 0.7 ns` |
| Crit path kind | `in2reg` |
| Number of warnings reported in the yosys synthesis log | `3` |
| Data required time of the worst path | `roughly 8.4 ns` |
| DRC violations left | `0` |
| Growth of design area from synthesis to finish | `13.9%` |
| Final Hold Violating Endpoints | `0` |
| Setup bufs post-CTS | `0` |
| Max-cap violations | `0` |
| I/O pin count | `24` |
| Largest delay contributor family on the critical path | `AND-OR/OR-AND gates` |
| Hold buffer count at CTS | `0` |
| Area of the chip | `approximately 0.006 mm²` |
| Post-placement worst setup slack | `around 2.6 ns` |
| R2R setup slack | `approximately 5.3 ns` |
| Cell type with the largest total area after synthesis | `sky130_fd_sc_hd__dfxtp_1` |
| Skew final | `between 0.009 and 0.01 ns` |
| Final setup margin | `approximately 2.9 ns` |
| Via Count | `~2.3k` |
| Fill cells | `just under 500` |
| Post-placement cell area | `approximately 0.0031 mm²` |
| Critical Path Start Type | `input pin` |
| Detailed-routing iteration count for the pre-antenna-repair pass | `4` |
| Transition at the pin with the smallest max-transition slack | `0.685 ns` |
| Post-synthesis cell count from yosys | `341` |
| Largest cells by area | `sky130_fd_sc_hd__dfxtp_1, sky130_fd_sc_hd__ha_1, sky130_fd_sc_hd__xor2_1, sky130_fd_sc_hd__nor2_1, sky130_fd_sc_hd__nand2_1` |
| Initial antenna violation count | `0` |
| Proportion of layout cells with a drive suffix above 1 | `about 8.6%` |
| Post-cts gate resize count | `0` |
| Overflow after GRT | `0` |
| Critical path peak fanout | `14` |
| Layout Cells excl Fill | `431` |
| Global-route total usage across every layer | `approximately 20%` |
| Total half-perimeter wirelength after legalization and detailed placement | `between 4 and 5 mm` |
| Final worst path period share | `64.6%` |
| Number of violations reported at the end of detailed-routing iteration 0 | `67` |
| Largest voltage drop on the vdd net | `about 0.12 mV` |
| Crit end category | `register` |
| Hold slack | `0.522 ns` |
| Startpoint of the lowest-slack hold path | `SSCTRL1.CNT_SCAN[21]` |
| Clock tree from TritonCTS | `built` |
| Unrepaired setup endpoints after global routing | `no` |
| DIE HEIGHT | `just under 80 µm` |
| Summed negative setup slack over all endpoints | `0 ns` |
| Number of distinct library cells after synthesis | `~60` |
| Global-route wire length before repair | `~9.7 mm` |
| Final setup violation count | `0` |
| H-tree Lvls | `2` |
| Biggest combinational cell group after synthesis | `simple AND/OR/NAND/NOR gates` |
| Most frequent cell on the critical path | `sky130_fd_sc_hd__ha_1` |
| Yosys simple share | `28.3%` |
| Count of flip-flops with a built-in enable after synthesis | `0` |
| Fraction of synthesized area in multiplexers | `under 10%` |
| Slowest cell on the critical path | `sky130_fd_sc_hd__clkdlybuf4s50_1` |
stage by stage:
stage	total power (W)	util, %
detailed placement	0.000600	56.6
global placement	0.000598	56.6
finish	0.000791	59.0
CTS	0.000801	59.0
floorplan	0.000500	-
global route	0.000853	59.0
cell usage in the layout (no fill, tap or decap), types with 3 or more instances in the layout:
cell type | Yosys | final
sky130_fd_sc_hd__or3_1 | 4 | 4
sky130_fd_sc_hd__nor4_1 | 7 | 7
sky130_fd_sc_hd__inv_1 | 18 | 18
sky130_fd_sc_hd__nor3_1 | 9 | 9
sky130_fd_sc_hd__o21ai_0 | 9 | 9
sky130_fd_sc_hd__a21oi_1 | 14 | 14
sky130_fd_sc_hd__nand3_1 | 14 | 14
sky130_fd_sc_hd__clkbuf_8 | 0 | 5
sky130_fd_sc_hd__nand4_1 | 10 | 10
sky130_fd_sc_hd__dfxtp_1 | 47 | 47
sky130_fd_sc_hd__nand2b_1 | 5 | 5
sky130_fd_sc_hd__xor2_1 | 21 | 21
sky130_fd_sc_hd__nand2_1 | 24 | 24
sky130_fd_sc_hd__ha_1 | 15 | 15
sky130_fd_sc_hd__a211oi_1 | 3 | 3
sky130_fd_sc_hd__a21o_1 | 4 | 4
sky130_fd_sc_hd__and2_1 | 4 | 4
sky130_fd_sc_hd__o22ai_2 | 5 | 5
sky130_fd_sc_hd__mux2i_1 | 4 | 4
sky130_fd_sc_hd__xnor2_1 | 8 | 8
sky130_fd_sc_hd__nand4_2 | 4 | 4
sky130_fd_sc_hd__nor2_1 | 46 | 46
sky130_fd_sc_hd__and3_1 | 3 | 3
sky130_fd_sc_hd__nor2b_1 | 4 | 4
sky130_fd_sc_hd__clkdlybuf4s50_1 | 0 | 22
synth_stat cells, drive strengths merged, types with 7 or more instances:
library cell / count
dfxtp: 47
nor2: 46
nand2: 24
xor2: 21
inv: 18
ha: 15
nand3: 15
a21oi: 14
nand4: 14
nor3: 10
o21ai: 10
buf: 8
nor4: 8
xnor2: 8
o22ai: 7
logic make-up (layout without fill, tap and decap cells):
kind of cell	after synthesis	after routing
xor+xnor	29	29
buf+inv	32	50
other cells	1	1
mux	6	6
flops	47	47
fa+ha+maj	15	15
simple gates	148	148
compound gates	63	63
worst paths after layout:
path	endpoint	cells after the start
worst max-delay path	SSCTRL1.os_ENS[4]	17
worst min-delay path	SSCTRL1.CNT_SCAN[21]	2
worst max register to register	SSCTRL1.os_ENS[4]	8
worst min register to register	SSCTRL1.CNT_SCAN[21]	2
power breakdown:
part | total [W] | internal [W] | switching [W]
Combinational | 0.000312 | 0.000141 | 0.000171
Sequential | 0.000280 | 0.000262 | 0.0000180
Clock | 0.000199 | 0.000122 | 0.0000771
layer usage:
metal  up-vias  global-route usage [%]  wire [µm]
met4         0                    3.58         91
met3         8                    2.87        153
met5         -                       0          0
li1       1233                       -          -
met2        34                    35.0       2800
met1      1067                    27.7       2530
worst min-delay path, delay by kind of cell, from the launching register on:
kind | cells | cell delay (ns)
compound gates | 2 | 0.14
flops | 1 | 0.34
state kept, by name, summed over array words and instances (netlist names):
name and flops:
SSCTRL1.CNT_SCAN 32, SSCTRL1.os_COM 8, SSCTRL1.os_ENS 7
area by class of cell:
cell class / instances / area (µm²) / area share, %
clock inverters: 2 / 60.1 / 1.85
flip-flops and latches: 47 / 941 / 29.0
repair buffers: 24 / 235 / 7.24
well taps: 72 / 90.1 / 2.77
multi-input cells: 262 / 1780 / 54.8
inverters: 18 / 67.6 / 2.08
clock buffers: 6 / 72.6 / 2.24
Power figures rest on the tool's default switching activity, not on a simulated workload.
