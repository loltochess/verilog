File: design/flow/design.v
module ArithmeticCircuit(s1,s0,Cin,Adata,Bdata,Cout);
    input s1,s0,Cin;
    input [3:0] Adata,Bdata;
    output reg [3:0] Cout;
    always @(*) begin
        if(~Cin) begin
            case({s1,s0}) 
                2'b00: Cout<=Adata;
                2'b01: Cout<=Adata+Bdata;
                2'b10: Cout<=Adata+(~Bdata);
                2'b11: Cout<=Adata-1;
            endcase 
        end
        else begin
            case({s1,s0})
                2'b00: Cout<=Adata+1;
                2'b01: Cout<=Adata+Bdata+1;
                2'b10: Cout<=Adata+(~Bdata)+1;
                2'b11: Cout<=Adata;
            endcase
        end
    end
endmodule
module LogicCircuit(s1,s0,Adata,Bdata,Cout);
    input s1,s0;
    input [3:0] Adata,Bdata;
    output [3:0] Cout;
    always @(*) begin
        case({s1,s0})
            2'b00: Cout<=A&B;
            2'b01: Cout<=A|B;
            2'b10: Cout<=A^B;
            2'b11: Cout<=~A;
        endcase
    end
endmodule
module MUX2to1(S,D1,D0,OUT);
    input S;
    input [3:0] D1,D0;
    output reg [3:0] OUT;
    always @(*) begin
        if(~S)
            OUT<=D0;
        else    
            OUT<=D1;
    end
endmodule
module Functional_unit(FS,Adata,Bdata,Fout);
    input [3:0] FS,Adata,Bdata;
    output [3:0] Fout;
    wire [3:0] A1,L1;
    ArithmeticCircuit U2(FS[2],FS[1],FS[0],Adata,Bdata,A1);
    LogicCircuit U1(FS[1],FS[0],Adata,Bdata,L1);
    MUX2to1 U3(FS[3],L1,A1,Fout);
endmodule
File: design/flow/constraint.sdc
current_design Functional_unit

set clk_period 6.0
set clk_io_pct 0.2

create_clock -name clk0 -period $clk_period

set non_clock_inputs [all_inputs -no_clocks]
set_input_delay [expr $clk_period * $clk_io_pct] -clock clk0 $non_clock_inputs
set_output_delay [expr $clk_period * $clk_io_pct] -clock clk0 [all_outputs]
File: design/flow/run.sh
#!/bin/bash
# OpenROAD 26Q1-2900-gdf79404cd8, Yosys 0.63+post, stock flow scripts
make -C /OpenROAD-flow-scripts/flow DESIGN_CONFIG=/design/flow/config.mk WORK_HOME=/design/flow/orfs finish
File: design/flow/config.mk
export PLATFORM = sky130hd
export DESIGN_NAME = Functional_unit
export DESIGN_NICKNAME = Functional_unit
export VERILOG_FILES = /design/flow/design.v
export SDC_FILE = /design/flow/constraint.sdc
export NUM_CORES = 4
export LEC_CHECK = 1
export CORE_AREA = 10 10 72 72
export DIE_AREA = 0 0 82 82
==> results.txt <==
yosys + openroad results -> # rows 22, Via Count 749, Post-Route Setup TNS 0 ps, n_diodes 0, library cells used by synthesis 35, CP max stage delay 600 ps, Register Area 0 µm², IO buf count 16, vias in the first global route 774, synth-to-layout area growth 27.48%, commonest non-fill, non-tap cells in the layout clkdlybuf4s50_1 (16), o21ai_0 (14), inv_1 (12), ha_1 (12), a21oi_1 (10), Die H 82 µm, chip area 0.006724 mm², Syn Inst Count 109, Final Hold Viols 0, RSZ-0062 raised after global routing no, register share after synthesis 0%, crit start category input pin, fin util 26.59%, finished layout cell area 980.9 µm², clock buffers 0, max-cap viol count 0, Starting DRT DRC Count 29, Post-CTS Hold Buffers 0, initial antenna violation count 0, HP Class input pin to output port, pwr/cell area 78.27 mW/mm², DP Area 980.9 µm², first drt pass iteration count 3, most numerous logic cell after layout clkdlybuf4s50_1, largest net degree at the start of global routing 19, fp_density 20.86%, proportion of layout cells with a drive suffix above 1 6.557%, Die X 82 µm, via/cell ratio 4.406, # fillers 424, Mapped Area 769.5 µm², first-pass GRT wire length 3436 µm, grt ovf 0, RePlAce Congestion 0.8775, Avg Cell Area, Syn 7.060 µm², Syn. warnings 11, tool warning count 36, min Tclk post-route 5393 ps, DR WL/cell 11.35 µm, leakage 0.3994 nW, Resized cells post-CTS 0, synthesis area per yosys 769.5 µm², worst slew pin tran 422.7 ps, area of the core 0.003689 mm², # Cells Yosys 109, worst path required time 4800 ps, CP arrival 4190 ps, Detail Route Antenna Nets 0, final worst-path cycle share 89.89%, Slew headroom 71.73%, number of post-CTS setup repair buffers 0, global-route usage over all layers 6.154%, post-DP HPWL 1638 µm, CP Capture Type output port, peak supply drop 0.00002514 V, I/O Pins 16, Setup CP Type input pin to output port, Hold Slack 3493 ps, status finished clean, registers 0, fin. max-slew vios 0, CP max FO 7, FMAX 185.4 MHz, Total Wirelength 1930 µm, CP max-delay cell clkdlybuf4s50_1, DR DRC count 0, Final setup viols 0, Cell Chain, Critical Path clkdlybuf4s50_1 > inv_1 > ha_1 > and2_1 > inv_1 > ha_1 > nor2b_1 > o21ai_0 > nor3b_1 > mux2i_1 > xor2_1 > o311ai_2 > clkdlybuf4s50_1
-- stage by stage --
step	total power, mW	setup slack (ps)	std cells
final	0.07678	606.8	170
after global routing	0.08942	356.3	170
after CTS	0.07843	560.9	170
after detailed placement	0.07837	572.4	170
after global placement	0.07790	603.6	170
after floorplan	0.04825	1799	109
-- worst paths after layout --
check	endpoint	slack [ps]	start	depth (start not counted)
max	Fout[3]	610	Bdata[1]	13
min	Fout[0]	3490	FS[3]	3
-- cells by family (layout without fill, tap and decap cells) --
| family | after synthesis | after routing | share of synthesized area, % |
|---|---|---|---|
| multiplexers | 2 | 2 | 2.602 |
| XOR/XNOR | 9 | 9 | 10.24 |
| AND-OR/OR-AND | 36 | 36 | 30.57 |
| adder cells (fa/ha/maj) | 15 | 15 | 27.32 |
| buffers and inverters | 18 | 31 | 9.430 |
| AND/OR/NAND/NOR | 29 | 29 | 19.84 |
-- Yosys cell counts (2+ instances only) --
library cell   n  area, µm²
nand3b_1       2      15.01
nand2_1        9      33.78
inv_1         12      45.04
xnor2_1        4      35.03
nor3b_1        2      15.01
fa_1           3      60.06
nand2b_1       2      12.51
nor2b_1        2      12.51
clkbuf_1       3      11.26
a21oi_2        2      17.52
a21oi_1       10      50.05
nand3_1        2      10.01
ha_1          12      150.1
nor2_1         5      18.77
xor2_1         5      43.79
o21ai_0       14      70.07
mux2i_1        2      20.02
-- worst max-delay path: cells and delay by family --
family / cells / cell delay [ps]
simple gates: 3 / 470
buf+inv: 4 / 1310
xor+xnor: 1 / 160
mux: 1 / 110
fa+ha+maj: 2 / 540
compound gates: 2 / 380
-- per-layer routing --
| layer | vias up | global-route usage, % | routed length (µm) |
|---|---|---|---|
| li1 | 408 | - | - |
| met1 | 331 | 9.257 | 1041 |
| met2 | 10 | 9.718 | 834 |
| met3 | 0 | 0.7709 | 55 |
| met4 | 0 | 0 | 0 |
| met5 | - | 0 | 0 |
-- area by class of cell --
type                            count  area, µm²  share of cell area [%]
Multi-Input combinational cell     91      696.9                   71.05
Tap cell                           48      60.06                   6.122
Timing Repair Buffer               18      175.2                   17.86
Inverter                           13      48.80                   4.974
-- report_power, final --
group	switching (mW)	total (mW)	leakage [nW]	internal, mW
clock	0	0	0	0
sequential	0	0	0	0
combinational	0.0379	0.0768	0.399	0.0389
total	0.0379	0.0768	0.399	0.0389
Power is estimated from default activity; no workload was simulated.
